`./design.v`:
```
module top (input logic clk, reset, sclk, mosi, cs,
					 output logic [23:0] pixels,
					 output logic flushing, cs_out,
					 output logic [1:0] spi_state);
	logic p49, p50;
	assign cs_out = cs;
	neopixel_driver #(75) neopixel_driver1(clk, reset, sclk, mosi, cs, pixels, flushing, spi_state[0], spi_state[1]);
endmodule
module neopixel_driver #(parameter STRIP_LENGTH)
					(input logic clk, reset, sclk, mosi, cs,
					 output logic [23:0] pixels,
					 output logic flushing, p49, p50);
	logic flush, write_en;
	logic [7:0] write_data, write_addr;
	logic [4:0] strip_num;
	spi spi(clk, sclk, mosi, cs, flush, write_en, write_data, write_addr, strip_num, p49, p50);
	logic [23:0] byte_flushing;
	assign flushing = & byte_flushing;
	logic write_en_0,
			write_en_1,
			write_en_2,
			write_en_3,
			write_en_4,
			write_en_5,
			write_en_6,
			write_en_7,
			write_en_8,
			write_en_9,
			write_en_10,
			write_en_11,
			write_en_12,
			write_en_13,
			write_en_14,
			write_en_15,
			write_en_16,
			write_en_17,
			write_en_18,
			write_en_19,
			write_en_20,
			write_en_21,
			write_en_22,
			write_en_23;
	assign write_en_0 = (strip_num == 5'd0) ? write_en : 1'b0;
	assign write_en_1 = (strip_num == 5'd1) ? write_en : 1'b0;
	assign write_en_2 = (strip_num == 5'd2) ? write_en : 1'b0;
	assign write_en_3 = (strip_num == 5'd3) ? write_en : 1'b0;
	assign write_en_4 = (strip_num == 5'd4) ? write_en : 1'b0;
	assign write_en_5 = (strip_num == 5'd5) ? write_en : 1'b0;
	assign write_en_6 = (strip_num == 5'd6) ? write_en : 1'b0;
	assign write_en_7 = (strip_num == 5'd7) ? write_en : 1'b0;
	assign write_en_8 = (strip_num == 5'd8) ? write_en : 1'b0;
	assign write_en_9 = (strip_num == 5'd9) ? write_en : 1'b0;
	assign write_en_10 = (strip_num == 5'd10) ? write_en : 1'b0;
	assign write_en_11 = (strip_num == 5'd11) ? write_en : 1'b0;
	assign write_en_12 = (strip_num == 5'd12) ? write_en : 1'b0;
	assign write_en_13 = (strip_num == 5'd13) ? write_en : 1'b0;
	assign write_en_14 = (strip_num == 5'd14) ? write_en : 1'b0;
	assign write_en_15 = (strip_num == 5'd15) ? write_en : 1'b0;
	assign write_en_16 = (strip_num == 5'd16) ? write_en : 1'b0;
	assign write_en_17 = (strip_num == 5'd17) ? write_en : 1'b0;
	assign write_en_18 = (strip_num == 5'd18) ? write_en : 1'b0;
	assign write_en_19 = (strip_num == 5'd19) ? write_en : 1'b0;
	assign write_en_20 = (strip_num == 5'd20) ? write_en : 1'b0;
	assign write_en_21 = (strip_num == 5'd21) ? write_en : 1'b0;
	assign write_en_22 = (strip_num == 5'd22) ? write_en : 1'b0;
	assign write_en_23 = (strip_num == 5'd23) ? write_en : 1'b0;
	strip_controller #(STRIP_LENGTH) strip_controller0(clk, reset, write_en_0, flush, write_data, write_addr, byte_flushing[0], pixels[0]);	
	strip_controller #(STRIP_LENGTH) strip_controller1(clk, reset, write_en_1, flush, write_data, write_addr, byte_flushing[1], pixels[1]);
	strip_controller #(STRIP_LENGTH) strip_controller2(clk, reset, write_en_2, flush, write_data, write_addr, byte_flushing[2], pixels[2]);
	strip_controller #(STRIP_LENGTH) strip_controller3(clk, reset, write_en_3, flush, write_data, write_addr, byte_flushing[3], pixels[3]);
	strip_controller #(STRIP_LENGTH) strip_controller4(clk, reset, write_en_4, flush, write_data, write_addr, byte_flushing[4], pixels[4]);
	strip_controller #(STRIP_LENGTH) strip_controller5(clk, reset, write_en_5, flush, write_data, write_addr, byte_flushing[5], pixels[5]);
	strip_controller #(STRIP_LENGTH) strip_controller6(clk, reset, write_en_6, flush, write_data, write_addr, byte_flushing[6], pixels[6]);
	strip_controller #(STRIP_LENGTH) strip_controller7(clk, reset, write_en_7, flush, write_data, write_addr, byte_flushing[7], pixels[7]);
	strip_controller #(STRIP_LENGTH) strip_controller8(clk, reset, write_en_8, flush, write_data, write_addr, byte_flushing[8], pixels[8]);
	strip_controller #(STRIP_LENGTH) strip_controller9(clk, reset, write_en_9, flush, write_data, write_addr, byte_flushing[9], pixels[9]);
	strip_controller #(STRIP_LENGTH) strip_controller10(clk, reset, write_en_10, flush, write_data, write_addr, byte_flushing[10], pixels[10]);
	strip_controller #(STRIP_LENGTH) strip_controller11(clk, reset, write_en_11, flush, write_data, write_addr, byte_flushing[11], pixels[11]);
	strip_controller #(STRIP_LENGTH) strip_controller12(clk, reset, write_en_12, flush, write_data, write_addr, byte_flushing[12], pixels[12]);
	strip_controller #(STRIP_LENGTH) strip_controller13(clk, reset, write_en_13, flush, write_data, write_addr, byte_flushing[13], pixels[13]);
	strip_controller #(STRIP_LENGTH) strip_controller14(clk, reset, write_en_14, flush, write_data, write_addr, byte_flushing[14], pixels[14]);
	strip_controller #(STRIP_LENGTH) strip_controller15(clk, reset, write_en_15, flush, write_data, write_addr, byte_flushing[15], pixels[15]);
	strip_controller #(STRIP_LENGTH) strip_controller16(clk, reset, write_en_16, flush, write_data, write_addr, byte_flushing[16], pixels[16]);
	strip_controller #(STRIP_LENGTH) strip_controller17(clk, reset, write_en_17, flush, write_data, write_addr, byte_flushing[17], pixels[17]);
	strip_controller #(STRIP_LENGTH) strip_controller18(clk, reset, write_en_18, flush, write_data, write_addr, byte_flushing[18], pixels[18]);
	strip_controller #(STRIP_LENGTH) strip_controller19(clk, reset, write_en_19, flush, write_data, write_addr, byte_flushing[19], pixels[19]);
	strip_controller #(STRIP_LENGTH) strip_controller20(clk, reset, write_en_20, flush, write_data, write_addr, byte_flushing[20], pixels[20]);
	strip_controller #(STRIP_LENGTH) strip_controller21(clk, reset, write_en_21, flush, write_data, write_addr, byte_flushing[21], pixels[21]);
	strip_controller #(STRIP_LENGTH) strip_controller22(clk, reset, write_en_22, flush, write_data, write_addr, byte_flushing[22], pixels[22]);
	strip_controller #(STRIP_LENGTH) strip_controller23(clk, reset, write_en_23, flush, write_data, write_addr, byte_flushing[23], pixels[23]);
endmodule
module RAM(input logic clk, 
           input logic [7:0] write_addr, write_data,
			  input logic write_en,
			  input logic [7:0] read_addr,
			  output logic [7:0] read_data);
	logic [7:0] mem[255:0];
	always_ff @(posedge clk) begin
			read_data <= mem[read_addr];
			if (write_en) mem[write_addr] <= write_data;
		end 
endmodule
module bit_transmitter (input logic clk, reset, start, in,
								output logic out, done);
	typedef enum logic [1:0] {WAITING, WRITING} statetype;
	statetype state, next_state;
	logic [5:0] counter, next_counter, low_level;
	assign low_level = in ? 6'd18 : 6'd34;
	assign out = (state == WRITING) ? (counter > low_level) : 1'b0;
	assign done = state == WAITING;
	always_ff @(posedge clk, posedge reset)
		if (reset) begin
				state <= WAITING;
			end
		else
			begin
				state <= next_state;
				counter <= next_counter;
			end
	always_comb
		case (state)
			WAITING: 
				if (start) begin
					next_state = WRITING;
					next_counter = 6'd50;
				end else begin
					next_state = WAITING;
					next_counter = 6'dx;  
				end
			WRITING: 
				if (counter == 0) begin
					next_state = WAITING;
					next_counter = 6'dx;
				end else begin
					next_state = WRITING;
					next_counter = counter - 6'd1;
				end
		endcase
endmodule
module byte_transmitter (input logic clk, reset, start,
							    input logic [7:0] in,
								 output logic out, done);
	typedef enum logic [1:0] {WAITING, WRITING_START, WRITING_BLOCK} statetype;
	statetype state, next_state;
	logic [2:0] counter, next_counter;
	logic bit_start, bit_in, bit_done;
	bit_transmitter bit_trasmitter1(clk, reset, bit_start, bit_in, out, bit_done);
	logic store_byte;
	logic [7:0] byte_read;
	always_ff @(posedge clk)
		if (store_byte) byte_read <= in;
	always_ff @(posedge clk, posedge reset)
		if (reset) begin
				state <= WAITING;
			end
		else
			begin 
				state <= next_state;
				counter <= next_counter;
			end
	assign done = state == WAITING;
	always_comb
		case(state)
			WAITING:
				begin
					bit_in = 1'bx;
					bit_start= 1'b0;
					if(start) begin
							store_byte = 1'b1;
							next_counter = 3'b000;
							next_state = WRITING_START;
						end
					else begin
							store_byte = 1'b0;
							next_counter = 3'bxxx;
							next_state = WAITING;
						end
				end
			WRITING_START:
				begin
					store_byte = 1'b0;
					next_state = WRITING_BLOCK;
					next_counter = counter;
					bit_in = byte_read[counter];
					bit_start = 1'b1;
				end
			WRITING_BLOCK:
				if (bit_done) begin
						if (counter == 3'b111) begin
								store_byte = 1'b0;
								next_state = WAITING;
								next_counter = 3'bxxx;
								bit_in = 1'bx;
								bit_start = 1'b0;
							end
						else begin
								store_byte = 1'b0;
								next_state = WRITING_START;
								next_counter = counter + 3'b001;
								bit_in = 1'bx;  
								bit_start = 1'b1;
							end
					end
				else begin
						store_byte = 1'b0;
						next_state = WRITING_BLOCK;
						next_counter = counter;
						bit_in = byte_read[counter];
						bit_start = 1'b0;
					end
		endcase
endmodule
module strip_controller #(parameter STRIP_LENGTH)
                         (input logic clk, reset, write_en, flush, 
                          input logic [7:0] write_data, write_addr,
								  output logic flushing, data_out);
	logic [7:0] read_addr, next_read_addr, read_data;
	RAM strip_data(clk, write_addr, write_data, write_en, next_read_addr, read_data);
	logic byte_start, byte_out, byte_done, next_byte_start;
	logic [10:0] waiting_counter, next_waiting_counter;
	byte_transmitter byte_transmitter1(clk, reset, byte_start, read_data, byte_out, byte_done);
	typedef enum logic [1:0] {LOADING, FLUSHING_START, FLUSHING_BLOCK, WAITING} statetype;
	statetype state, next_state;
	always_ff @(posedge clk, posedge reset)
		if (reset) begin
				state <= LOADING;
				read_addr <= 8'hxx;
				byte_start <= 1'bx;
				waiting_counter <= 11'bx;
			end
		else
			begin
				state <= next_state;
				read_addr <= next_read_addr;
				byte_start <= next_byte_start;
				waiting_counter <= next_waiting_counter;
			end
	assign flushing = (state == FLUSHING_START || state == FLUSHING_BLOCK || state == WAITING);
	assign data_out = byte_out;
	always_comb
		case(state)
			LOADING:
				if(flush) begin
						next_state = FLUSHING_START;
						next_read_addr = 8'h00;
						next_byte_start = 1'b1;
						next_waiting_counter = 11'bx;
					end
				else begin
						next_state = LOADING;
						next_read_addr = 8'hxx;
						next_byte_start = 1'b0;
						next_waiting_counter = 11'bx;
					end
			FLUSHING_START:
				begin
					next_state = FLUSHING_BLOCK;
					next_read_addr = read_addr;
					next_byte_start = 1'b0;
					next_waiting_counter = 11'bx;
				end
			FLUSHING_BLOCK:
				if(byte_done) begin
						if (read_addr == (STRIP_LENGTH - 1)) begin
								next_state = WAITING;
								next_read_addr = 8'hxx;
								next_byte_start = 1'b0;
								next_waiting_counter = 11'b0;
							end
						else begin
							next_state = FLUSHING_START;
							next_read_addr = read_addr + 8'h01;;
							next_byte_start = 1'b1;
							next_waiting_counter = 11'bx;
							end
					end
				else begin
						next_state = FLUSHING_BLOCK;
						next_read_addr = read_addr;
						next_byte_start = 1'b0;
						next_waiting_counter = 11'bx;
					end
			WAITING:
				if (waiting_counter == 11'd2000) begin
						next_state = LOADING;
						next_read_addr = 8'hxx;
						next_byte_start = 1'b0;
						next_waiting_counter = 11'bx;
					end
				else begin
						next_state = WAITING;
						next_read_addr = 8'hxx;
						next_byte_start = 1'b0;
						next_waiting_counter = waiting_counter + 11'b1;
					end
			default: begin
					next_state = state;
					next_read_addr = 8'hxx;
					next_byte_start = 1'bx;
					next_waiting_counter = 11'bx;
				end
		endcase
endmodule
module spi(input logic clk, sclk, mosi, cs,
			  output logic flush, write_en, 
			  output logic [7:0] write_data,
			  output logic [7:0] write_offset,
			  output logic [4:0] strip_num,
			  output logic p49, p50);
	logic [7:0] byte_read;
	logic strip_num_en, offset_en, offset_incr, byte_done, gated_cs;
	spi_byte_reader spi_byte_reader1(clk, sclk, cs, mosi, byte_done, gated_cs, byte_read);
	assign write_data = byte_read;
	spi_controller spi_controller1(clk, gated_cs, byte_done, byte_read, strip_num_en, offset_en, write_en, offset_incr, flush, p49, p50);
	always_ff @(posedge clk) 
		if (strip_num_en) strip_num <= byte_read[4:0];
	always_ff @(posedge clk) 
		if (offset_en) begin
				if (offset_incr) write_offset <= write_offset + 8'b1;
				else write_offset <= byte_read;
			end
endmodule
module spi_byte_reader(input logic clk,
							  input logic sclk, cs, mosi,
							  output logic byte_done, gated_cs,
							  output logic [7:0] byte_read);
	logic [7:0] sclk_byte_read;
	logic [2:0] sclk_bit_counter;
	always_ff @(posedge sclk)
		if (cs) begin 
				sclk_byte_read <= {sclk_byte_read[6:0], mosi};
				sclk_bit_counter <= sclk_bit_counter + 3'd1;
			end
		else begin 
				sclk_byte_read <= 8'h00;
				sclk_bit_counter <= 3'd0;
			end
	logic [2:0] bit_counter, previous_bit_counter;
	always_ff @(posedge clk) begin
			byte_read <= sclk_byte_read;
			bit_counter <= sclk_bit_counter;
			previous_bit_counter <= bit_counter;
			gated_cs <= cs;
		end
	assign byte_done = (previous_bit_counter == 3'd7 && bit_counter == 3'd0);
endmodule
module spi_controller(input logic clk, cs, byte_done,
							 input logic [7:0] byte_read,
							 output logic strip_num_en, offset_en, write_en, offset_incr, flush, p49, p50);
	typedef enum logic [1:0] {RESET, FLUSH, READ_OFFSET, READ_DATA} statetype;
	statetype state, next_state;
	assign p49 = state[0];
	assign p50 = state[1];
	always_ff @(posedge clk)
		if (cs) state <= next_state;
		else state <= RESET;
	always_comb
		if (byte_done)
			case(state)
				RESET: if(byte_read == 8'b01000110) next_state = FLUSH;
						 else if(byte_read < 8'd24) next_state = READ_OFFSET;
						 else next_state = RESET;
				READ_OFFSET: next_state = READ_DATA;
				READ_DATA: next_state = READ_DATA;
				FLUSH: next_state = RESET;
			endcase
		else
			next_state = state;
	always_comb begin
		if (byte_done)
			case (next_state)
				RESET: begin
						strip_num_en = 1'b0;
						offset_en = 1'b0;
						write_en = 1'b0;
						offset_incr = 1'b0;
						flush = 1'b0;
					end
				FLUSH: begin
						strip_num_en = 1'b0;
						offset_en = 1'b0;
						write_en = 1'b0;
						offset_incr = 1'b0;
						flush = 1'b1;
					end
				READ_OFFSET: begin
						strip_num_en = 1'b1;
						offset_en = 1'b0;
						write_en = 1'b0;
						offset_incr = 1'b0;
						flush = 1'b0;
					end
				READ_DATA: begin
						if (state == READ_OFFSET) begin 
								strip_num_en = 1'b0;
								offset_en = 1'b1;
								write_en = 1'b0;
								offset_incr = 1'b0;
								flush = 1'b0;
							end 
						else begin
								strip_num_en = 1'b0;
								offset_en = 1'b1;
								write_en = 1'b1;
								offset_incr = 1'b1;
								flush = 1'b0;
							end				
					end
				default: begin
						strip_num_en = 1'bx;
						offset_en = 1'bx;
						write_en = 1'bx;
						offset_incr = 1'bx;
						flush = 1'bx;
					end
				endcase
		else begin
				strip_num_en = 1'b0;
				offset_en = 1'b0;
				write_en = 1'b0;
				offset_incr = 1'b0;
				flush = 1'b0;
			end
	end				 
endmodule
```
`./run.sh`:
```
#!/bin/bash
# OpenROAD 26Q1-2900-gdf79404cd8, Yosys 0.63+post, stock flow scripts
make -C /OpenROAD-flow-scripts/flow DESIGN_CONFIG=/design/flow/config.mk WORK_HOME=/design/flow/orfs finish
```
`./config.mk`:
```
export PLATFORM = sky130hd
export DESIGN_NAME = spi
export DESIGN_NICKNAME = spi
export VERILOG_FILES = /design/flow/design.v
export SDC_FILE = /design/flow/constraint.sdc
export NUM_CORES = 4
export LEC_CHECK = 1
export CORE_UTILIZATION = 30
```
`./constraint.sdc`:
```
current_design spi

set clk_period 3.8
set clk_io_pct 0.2

create_clock -name clk0 -period $clk_period [get_ports {clk}]
create_clock -name clk1 -period $clk_period [get_ports {sclk}]

set non_clock_inputs [all_inputs -no_clocks]
set_input_delay [expr $clk_period * $clk_io_pct] -clock clk0 $non_clock_inputs
set_output_delay [expr $clk_period * $clk_io_pct] -clock clk0 [all_outputs]
```
==> results_dict.tcl <==
# metrics dict for downstream scripts
set metrics [dict create \
    grt_use_total 0.109 \
    cp-end-kind "output pin" \
    fill_cells 407 \
    power_density_nw_per_um2 460 \
    yosysChipArea_um2 1410 \
    diodes 0 \
    vias_per_cell 4.63 \
    cts_resized 0 \
    synthTopCellsByArea "dfxtp_1, edfxtp_1, and2_1" \
    fin_tns_setup_ns 0 \
    fp_util 0.318 \
    area_growth_pct 31.7 \
    synth_top_area_share 0.397 \
    io_buffer_count 27 \
    netlist_area_um2 1410 \
    die_y_um 70.6 \
    grt_pass1_vias 863 \
    syn_inst 106 \
    tool_warnings 26 \
    row_count 24 \
    skew_ns 0.00207 \
    grt-ovfl-total 0 \
    dpl.hpwl_mm 1.73 \
    gp_congestion 0.894 \
    crit_fanout 10 \
    required_ns 3.04 \
    synth_flops 41 \
    setup_slack_ns 1.15 \
    drv_cap 0 \
    yosysUniqueCellTypes 30 \
    cp_slowest_cell "clkdlybuf4s50_1" \
    rsz0062_at_grt "no" \
    crit_buf_inv 1 \
    peakVddDrop_mv 0.304 \
    critical-path-top-delay-family "simple AND/OR/NAND/NOR gates" \
    edf_count 13 \
    dp_slack_ns 1.47 \
    drt_iter0_markers 32 \
    critPathArrivalTime_ns 1.89 \
    hold_class "flop to flop" \
    finalMaxSlewViolations 0 \
    final_cell_area_um2 1860 \
    path_cells "and4b_1, nand2_1, nor3_1, clkdlybuf4s50_1" \
    p_leak_nw 0.685 \
    numClockSinks 41 \
    tightest_slew_ns 0.706 \
    layout-drive-gt1-share 0.120 \
    path_class "flop to output pin" \
    slew_headroom 0.529 \
    coreArea_um2 4440 \
    clk_pin_slew_worst_paths_ns 0.06 \
    slowest_delay_ns 0.51 \
    hold_buffers 0 \
    dieWidth_um 70.6 \
    flop_cell "dfxtp_1" \
    finalSetupViolations 0 \
    route.detailed.wl_per_inst_um 12.4 \
    postSynthAreaPerCell_um2 13.3 \
    io_pins 29 \
    drcViolationCount 0 \
    layout_top_cell "dfxtp_1" \
    synth-async-reset-ratio 0 \
    yosys.area.top_type "dfxtp_1" \
    final_layout_top_logic_cells "dfxtp_1, clkdlybuf4s50_1, edfxtp_1" \
    post-cts-setup-buffer-count 0 \
    yosysWarnings 3 \
    grt_max_degree 13 \
    yosysSeqAreaShare 0.674 \
    dr.pass1.iters 20 \
    drtAntennaViolNets 0 \
    p_total_mw 0.856 \
    hold_viol_final 0 \
    vias 899 \
    grt_pass1_wl_mm 4.04 \
    yosys-stat-cells 106 \
    die-area_um2 4980 \
    antenna_found_initial 0 \
    dpl_cell_area_um2 1720 \
    worst_setup_path_start_kind "flop" \
    status "completed" \
    cts_tree "yes" \
    drt_wl_total_mm 2.41 \
]
[final cells by class]
type / count / area (um2) / share of cell area
tap: 52 / 65.1 / 0.0350
sequential: 41 / 951 / 0.511
inverter: 2 / 7.51 / 0.00404
multi-input combinational: 60 / 427 / 0.229
clock inverter: 2 / 11.3 / 0.00606
clock buffer: 10 / 128 / 0.0686
timing repair buffer: 27 / 270 / 0.145
[flip-flops by register name, summed over array words and instances (netlist names)]
signal                                 count
spi_controller1.state                      2
spi_byte_reader1.previous_bit_counter      3
spi_byte_reader1.sclk_byte_read            8
spi_byte_reader1.bit_counter               3
spi_byte_reader1.sclk_bit_counter          3
spi_byte_reader1.byte_read                 8
spi_byte_reader1.gated_cs                  1
write_offset                               8
strip_num                                  5
[cell usage after synthesis, drive strengths merged, types with 2 or more instances]
library cell,number
dfxtp,28
edfxtp,13
and2,11
a21oi,7
a31oi,4
nand2,4
mux2,3
nand3,3
o21ai,3
or3,3
xnor2,3
and4bb,2
buf,2
ha,2
inv,2
nor2,2
nor2b,2
nor3,2
[worst reg2reg max path: cells and delay by family, from the launching register on]
family             cells  cell delay, ns
AOI/OAI and AO/OA      1            0.70
and+or+nand+nor        2            0.55
DFF                    1            0.30
[where the power goes]
part | internal (mW) | switching [mW] | total (mW) | leakage [nW]
logic | 0.0106 | 0.00674 | 0.0174 | 0.268
clock network | 0.219 | 0.151 | 0.370 | 0.0743
registers | 0.462 | 0.00620 | 0.469 | 0.342
[worst paths after layout]
kind | startpoint | end | slack (ns) | cells past startpoint
worst max-delay path | spi_byte_reader1.bit_counter[2] | flush | 1.15 | 4
worst min-delay path | spi_byte_reader1.sclk_byte_read[7] | spi_byte_reader1.byte_read[7] | 0.28 | 0
worst max register to register | spi_byte_reader1.bit_counter[2] | strip_num[2] | 1.88 | 3
worst min register to register | spi_byte_reader1.sclk_byte_read[7] | spi_byte_reader1.byte_read[7] | 0.28 | 0
max in group clk1 | cs | spi_byte_reader1.sclk_byte_read[3] | 2.38 | 2
min in group clk1 | spi_byte_reader1.sclk_bit_counter[0] | spi_byte_reader1.sclk_bit_counter[0] | 0.44 | 1
[per-layer routing]
layer / part of all wire / global-route usage / up-vias
li1: - / - / 446
met1: 0.49 / 0.167 / 416
met2: 0.42 / 0.147 / 35
met3: 0.089 / 0.0535 / 2
met4: 0.0071 / 0.0222 / 0
met5: 0 / 0 / -
[cell families after synthesis]
family	after synthesis	share of synthesized area
mux	4	0.0390
flops	41	0.674
simple gates	33	0.145
compound gates	17	0.0762
buf+inv	5	0.0239
xor+xnor	4	0.0248
fa+ha+maj	2	0.0177
[per-stage QoR]
stage	instances	hold slack (ns)	utilization
6_report	194	0.277	0.418
5_1_grt	194	0.289	0.418
4_1_cts	194	0.272	0.418
3_5_place_dp	182	0.312	0.387
3_3_place_gp	182	0.311	0.387
2_1_floorplan	106	0.310	-
Power figures rest on the tool's default switching activity, not on a simulated workload.
